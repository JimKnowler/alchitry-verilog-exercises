File: /design/flow/config.mk
export PLATFORM = sky130hd
export DESIGN_NAME = ripple_adder
export DESIGN_NICKNAME = ripple_adder
export VERILOG_FILES = /design/flow/design.v
export SDC_FILE = /design/flow/constraint.sdc
export NUM_CORES = 4
export LEC_CHECK = 1
export CORE_AREA = 10 10 70 70
export DIE_AREA = 0 0 80 80
File: /design/flow/constraint.sdc
current_design ripple_adder

set clk_period 4.1
set clk_io_pct 0.2

create_clock -name clk0 -period $clk_period

set non_clock_inputs [all_inputs -no_clocks]
set_input_delay [expr $clk_period * $clk_io_pct] -clock clk0 $non_clock_inputs
set_output_delay [expr $clk_period * $clk_io_pct] -clock clk0 [all_outputs]
File: /design/flow/run.sh
#!/bin/bash
# OpenROAD 26Q1-2900-gdf79404cd8, Yosys 0.63+post, stock flow scripts
make -C /OpenROAD-flow-scripts/flow DESIGN_CONFIG=/design/flow/config.mk WORK_HOME=/design/flow/orfs finish
File: /design/flow/design.v
module full_adder (
    input a,
    input b,
    input ci,          
    output reg q,      
    output reg co       
  );
  always @(*) begin
    q <= (a ^ b) ^ ci;
    co <= (a & b) | (a & ci) | (b & ci);
  end
endmodule
module ripple_adder (
    input [7:0] a,
    input [7:0] b,
    output [7:0] q,
    output c
  );
  wire carry[8:0];
  assign carry[0] = 0;
  generate
    genvar i;
    for (i = 0; i <= 7; i = i+1) begin      
      full_adder ripple(
        .a(a[i]),
        .b(b[i]),
        .q(q[i]),
        .ci(carry[i]),
        .co(carry[i+1])
      );
    end
  endgenerate
  assign c = carry[8];
endmodule
==> Slide: Implementation Results <==
Run Summary

Outcome
  • Status: complete, but fails checks
  • Failing checks: negative setup slack

Setup path
  • Cell Chain, Critical Path: buf_6, ha_4, fa_2, fa_2, fa_2, fa_2, fa_2, fa_2, inv_2, fa_2, inv_2, buf_2
  • Slowest stage delay, CP: 0.42 ns
  • Largest delay share family, worst path: adder cells
  • Highest net fanout along the worst path: 1
  • Worst setup EP type: primary output
  • CP Class: input pin to primary output
  • Worst setup SP type: input pin
  • WP buf/inv: 4
  • CP required: 3.28 ns
  • Worst Path Arrival: 3.73 ns
  • Slowest CP cell: fa_2
  • Crit path top cell by count: fa_2

Route
  • Post-route antenna net violation count: 0
  • Final wirelength: 757 um
  • Remaining DRCs: 0
  • DR WL/cell: 9.01 um
  • DR vias: 195
  • Diode count: 0
  • Number of iterations in the first detailed-routing pass: 1
  • Vias per inst: 2.32
  • Initial DRC Count: 0

Power and ir drop
  • Pleak: 0.181 nW
  • Clock power frac: 0%
  • Logic pwr share: 100.0%
  • Reg power frac: 0%
  • Pint: 0.0000420 W
  • VDD IR-drop max: 0.0000328 V
  • Power Total: 0.0000596 W
  • Switching share of power: 29.5%
  • Switch Pwr: 0.0000176 W
  • Pwr Density: 121 mW/mm2

Final timing
  • # setup viols final: 3
  • Fin. max-slew vios: 0
  • Slew Limit Headroom: 91.5%
  • Final Hold Viols: 0
  • Fin crit period: 4.55 ns
  • Slew @ Worst Pin: 0.127 ns
  • Post-Route Setup TNS: -0.748 ns
  • RSZ-0062 raised after global routing: true
  • Final WS setup: -0.450 ns
  • FMAX: 220 MHz
  • Fin crit share: 111%
  • WHS: 2.27 ns

Run
  • Tool Warnings: 35
  • Max_cap viols: 0

Placement
  • Detailed Place HPWL: 714 um
  • Buffers added on ports: 25
  • Dpl ws: -1.20 ns
  • Placed Area: 497 um2
  • RePlAce Congestion: 0.825

Yosys
  • Most numerous cell in the Yosys netlist: buf_4
  • Largest type area fraction: 60.5%
  • Yosys Chip Area: 231 um2
  • Syn Inst Count: 21
  • Cell total in the yosys stat output: 21
  • Post-synthesis average cell area: 11.0 um2
  • Yosys warning tally: 2
  • Top cells by area: fa_1 (61%), buf_4 (26%), inv_1 (8.1%)
  • Post-synth top cells: buf_4 (8), fa_1 (7), inv_1 (5), ha_1 (1)
  • Unique cell types: 4
  • Synthesized area: 231 um2
  • Seq share, synth: 0%
  • Synth area leader: fa_1

GRT
  • Global route overflow: 0
  • Vias in the first global route: 261
  • All-Layer GR Usage: 2.44%
  • Largest net degree at the start of global routing: 2
  • Global-route wire length before repair: 1210 um
  • Initial antenna violation count: 0

Min path
  • Worst hold path class: input pin to primary output

Floorplan
  • FP Core Util: 6.78%
  • IO Pins: 25
  • Core Area: 0.00342 mm2
  • Die area: 0.00640 mm2
  • Die width: 80 um
  • Die Y-Extent: 80 um
  • Num rows: 21

Finish
  • Flop Count: 0
  • FILL cells: 391
  • Layout cell share with drive strength beyond 1: 44.7%
  • Synth-to-layout area growth: 112%
  • Register area: 0 um2
  • Cell area after layout: 492 um2
  • CLK BUF: 0

Clocking
  • CTS Hold Buffers Added: 0
  • Postcts setup bufs: 0
[power groups by stage]
| stage | clock network [W] | registers, W | logic [W] |
|---|---|---|---|
| CTS | 0 | 0 | 0.0000604 |
| global route | 0 | 0 | 0.0000679 |
| finish | 0 | 0 | 0.0000596 |
[cell usage in the layout (no fill, tap or decap), drive strengths merged]
cell / Yosys / layout
clkdlybuf4s50: 0 / 17
fa: 7 / 7
ha: 1 / 1
clkdlybuf4s15: 0 / 2
clkbuf: 0 / 1
buf: 8 / 5
inv: 5 / 5
[logic make-up (layout without fill, tap and decap cells)]
group / after synthesis / after routing / share of synthesized area (%)
adder cells (fa/ha/maj): 8 / 8 / 65.9
buffers and inverters: 13 / 30 / 34.1
[metrics by stage]
step	std cells	utilization, %
2_1_floorplan	21	-
3_3_place_gp	84	14.5
3_5_place_dp	84	14.5
4_1_cts	84	14.5
5_1_grt	84	14.4
6_report	84	14.4
[routing by layer]
metal | wire (um) | up-vias | global-route usage, %
met1 | 317 | 87 | 3.16
met2 | 248 | 23 | 3.37
li1 | - | 85 | -
met5 | 0 | - | 0
met3 | 191 | 0 | 1.82
met4 | 0 | 0 | 0
[path summary, 6_finish.rpt]
check | from | end | slack [ns] | cells past startpoint
max | a[0] | q[7] | -0.45 | 12
min | b[0] | q[0] | 2.27 | 3
[layout make-up]
cell class | instances | area, um2 | area share (%)
repair buffers | 25 | 233 | 47.3
well taps | 46 | 57.6 | 11.7
multi-input cells | 8 | 183 | 37.2
inverters | 5 | 18.8 | 3.82
[worst min-delay path, cell delays in order]
cell and delay, ns:
buf_6 0.07, ha_4 0.11, clkdlybuf4s50_1 0.45
[what timing repair did]
action / in CTS / in global routing
setup endpoints to repair: 5 / 4
gates resized: 25 / 4
endpoints found under the hold margin: 0 / 0
pin swaps: 8 / 8
Power figures rest on the tool's default switching activity, not on a simulated workload.
