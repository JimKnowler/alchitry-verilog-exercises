$ cat run.sh
#!/bin/bash
# OpenROAD 26Q1-2900-gdf79404cd8, Yosys 0.63+post, stock flow scripts
make -C /OpenROAD-flow-scripts/flow DESIGN_CONFIG=/design/flow/config.mk WORK_HOME=/design/flow/orfs finish
$ cat design.v
module clock_divider 
  #(
    parameter DIV = 10
  )
  (
    input clock_in,
    output clock_out
  );
  reg [DIV:0] counter;
  always @(posedge clock_in) begin
    counter <= counter + 1;
  end
  assign clock_out = (counter >= (1<<DIV)) ? 1 : 0;
endmodule
module multi_segment_display (
    input clk,
    input [15:0] value,            
    output [7:0] io_seg,
    output [3:0] io_sel
  );
    wire clk_digit_select;
    clock_divider #(.DIV(10)) clk_divider_digit_select(.clock_in(clk), .clock_out(clk_digit_select));
    reg [1:0] digit_select;      
    always @(posedge clk_digit_select) begin
      digit_select = digit_select + 1;
    end
    assign io_sel[3:0] = ~(1 << digit_select);
    reg [3:0] digit_value;
    always @(*) begin
      case (digit_select)
        0: digit_value[3:0] = value[3:0];
        1: digit_value[3:0] = value[7:4];
        2: digit_value[3:0] = value[11:8];
        3: digit_value[3:0] = value[15:12];
        default: digit_value[3:0] = 0;
      endcase
    end
    wire [7:0] digit_segments;   
    segment_display display(.digit_value(digit_value), .digit_segments(digit_segments));
    assign io_seg[7:0] = digit_segments;
endmodule
module segment_display (
    input [3:0] digit_value,
    output reg [7:0] digit_segments
  );
  localparam io_seg_top = 1;
  localparam io_seg_topright = 2;
  localparam io_seg_bottomright = 4;
  localparam io_seg_bottom = 8;
  localparam io_seg_bottomleft = 16;
  localparam io_seg_topleft = 32;
  localparam io_seg_middle = 64;
  localparam io_seg_decimal = 128;
  localparam [7:0] io_seg_0 = ~(io_seg_top | io_seg_topright | io_seg_bottomright | io_seg_bottom | io_seg_bottomleft | io_seg_topleft);
  localparam [7:0] io_seg_1 = ~(io_seg_topright | io_seg_bottomright);
  localparam [7:0] io_seg_2 = ~(io_seg_top | io_seg_topright | io_seg_bottom | io_seg_bottomleft | io_seg_middle);
  localparam [7:0] io_seg_3 = ~(io_seg_top | io_seg_topright | io_seg_bottomright | io_seg_bottom | io_seg_middle);
  localparam [7:0] io_seg_4 = ~(io_seg_topright | io_seg_bottomright | io_seg_middle | io_seg_topleft);
  localparam [7:0] io_seg_5 = ~(io_seg_top | io_seg_bottomright | io_seg_bottom | io_seg_topleft | io_seg_middle);
  localparam [7:0] io_seg_6 = ~(io_seg_top | io_seg_middle | io_seg_bottomright | io_seg_bottom | io_seg_bottomleft | io_seg_topleft);
  localparam [7:0] io_seg_7 = ~(io_seg_top | io_seg_topright | io_seg_bottomright);
  localparam [7:0] io_seg_8 = ~(io_seg_top | io_seg_topright | io_seg_bottomright | io_seg_bottom | io_seg_bottomleft | io_seg_topleft | io_seg_middle);
  localparam [7:0] io_seg_9 = ~(io_seg_top | io_seg_topright | io_seg_bottomright | io_seg_bottom | io_seg_topleft | io_seg_middle);
  localparam [7:0] io_seg_A = ~(io_seg_top | io_seg_topright | io_seg_bottomright | io_seg_bottomleft | io_seg_topleft | io_seg_middle);
  localparam [7:0] io_seg_B = ~(io_seg_bottomright | io_seg_bottom | io_seg_bottomleft | io_seg_topleft | io_seg_middle);
  localparam [7:0] io_seg_C = ~(io_seg_bottom | io_seg_bottomleft | io_seg_topleft | io_seg_top );
  localparam [7:0] io_seg_D = ~(io_seg_topright | io_seg_bottomright | io_seg_bottom | io_seg_bottomleft | io_seg_middle);
  localparam [7:0] io_seg_E = ~(io_seg_top | io_seg_bottom | io_seg_bottomleft | io_seg_topleft | io_seg_middle);
  localparam [7:0] io_seg_F = ~(io_seg_top | io_seg_bottomleft | io_seg_topleft | io_seg_middle);
  always @(*)
  begin
    case (digit_value[3:0])
      4'h0: digit_segments = io_seg_0;
      4'h1: digit_segments = io_seg_1;
      4'h2: digit_segments = io_seg_2;
      4'h3: digit_segments = io_seg_3;
      4'h4: digit_segments = io_seg_4;
      4'h5: digit_segments = io_seg_5;
      4'h6: digit_segments = io_seg_6;
      4'h7: digit_segments = io_seg_7;
      4'h8: digit_segments = io_seg_8;
      4'h9: digit_segments = io_seg_9;
      4'ha: digit_segments = io_seg_A;
      4'hb: digit_segments = io_seg_B;
      4'hc: digit_segments = io_seg_C;
      4'hd: digit_segments = io_seg_D;
      4'he: digit_segments = io_seg_E;
      4'hf: digit_segments = io_seg_F;
      default: digit_segments = 7'b1111111;       
    endcase
  end
endmodule
$ cat config.mk
export PLATFORM = sky130hd
export DESIGN_NAME = multi_segment_display
export DESIGN_NICKNAME = multi_segment_display
export VERILOG_FILES = /design/flow/design.v
export SDC_FILE = /design/flow/constraint.sdc
export NUM_CORES = 4
export LEC_CHECK = 1
export CORE_AREA = 10 10 74 74
export DIE_AREA = 0 0 84 84
$ cat constraint.sdc
current_design multi_segment_display

set clk_period 2.8
set clk_io_pct 0.2

create_clock -name clk0 -period $clk_period [get_ports {clk}]

set non_clock_inputs [all_inputs -no_clocks]
set_input_delay [expr $clk_period * $clk_io_pct] -clock clk0 $non_clock_inputs
set_output_delay [expr $clk_period * $clk_io_pct] -clock clk0 [all_outputs]
==> flow_summary.ini <==
; generated from flow reports
[clock_tree]
clk_pin_slew_ps = 50
htreeDepth = 1
clockRootBuffer = clkbuf_8
ctsHoldBuffers = 0
tritoncts = yes
cts.path.max_buffers = 2
clkLatencyLatePin_ps = 230
numCtsBuffers = 3

[floorplan]
fp.coreArea_sq_um = 3970
rows = 23
die_area_sq_um = 7060
ios = 29
die_x_um = 84
die_h_um = 84
fp_util_pct = 22.7

[global_route]
grtUsageMet2_pct = 8.43
gr-usage-met1_pct = 8.63
grt.busiest_layer = met1
grt-ovfl-total = 0
grt_pass1_wl_mm = 3.64
grt_util_met3_pct = 2.17
first_global_vias = 771
grt_util_all_layers_pct = 5.93
antenna_found_initial = 0
grt_max_degree = 7

[power]
leakage_nw = 0.672
vdd_drop_max_mv = 0.349
power_mw = 0.328
powerDensity_nw_per_um2 = 222

[detailed_routing]
vias = 822
wl_mm = 2.22
drt_iter0_drc = 24
drc_errors = 0
wl_per_cell_um = 11.5
drtPass1Iterations = 5
viasPerCell = 4.26
ant_nets = 0
diodes = 0

[sta]
maxSlewViolCount = 0
fin_setup_tns_ps = 0
unclocked_pins = 2
min_period_ps = 2730
hold_violations = 0
skew_ps = 0.692
setup_viol = 0
untimed_endpoints = 6
fin_crit_sh_pct = 97.4
fmax_mhz = 367

[placement]
post-place-cells = 181
io_buffers = 27
hpwlAfterDp_mm = 1.63
placed_area_sq_um = 1280
place.gp.congestion = 0.875

[logic_synthesis]
synth_cells = 99
synth_cell_types = 25
synth_flops = 13
topCellsByArea = dfxtp_1 29%, ha_1 18%, mux2i_1 11%
postSynthSeqShare_pct = 28.8
ys_cells = 99
syn-cell-area_sq_um = 902
yosysChipArea_sq_um = 902
yosysTopAreaCell = dfxtp_1
top_cell_area_share_pct = 28.8
synth_warnings = 3
synth.avg_cell_area_sq_um = 9.11

[worst_setup_path]
critPathCaptureType = output pin
cp-startpoint = value[14]
crit_path_start_kind = input port
r2r_slack_ps = 1660
critPathArrivalTime_ps = 2170
worstReg2RegEnd = clk_divider_digit_select.counter[10]
worstPathRequired_ps = 2240
crit_path_top_delay_cell = clkdlybuf4s50_1
critical_path_class = in2out
critPathMaxStageDelay_ps = 400
cp_cell_sequence = clkdlybuf4s50_1, a222oi_1, mux2i_2, xnor2_2, a221o_1, buf_2
crit_end = io_seg[0]
crit_fanout = 4
r2r-start = clk_divider_digit_select.counter[0]
r2r_cells = 4

[hold_path]
hold_path.class = reg2reg

[finish]
syn_to_final_growth_pct = 64.2
register_area_sq_um = 260
logic_area_sq_um = 661
final_cell_mix = 13 x inv_1, 13 x dfxtp_1, 12 x buf_4
finalNonFillerCells = 193
fin_area_sq_um = 1480
drive_gt1_share_pct = 32.2
fill_cells = 369

[job]
maxCapViolCount = 0
warnings = 37

[outcome]
outcome = completed
==> stage by stage <==
| step | setup slack (ps) | hold slack [ps] | util, % |
|---|---|---|---|
| final | 74.2 | 452 | 37.3 |
| after detailed placement | -434 | 436 | 32.1 |
| after floorplan | 349 | 407 | - |
| after CTS | -1.54 | 455 | 35.5 |
| after global routing | -0.287 | 474 | 37.3 |
| after global placement | -424 | 419 | 32.1 |
==> cells in the mapped netlist <==
cell / number
inv_1: 15
dfxtp_1: 13
ha_1: 13
mux2i_1: 10
nand2_1: 8
xnor2_1: 7
o22ai_1: 4
a222oi_1: 3
nand3_1: 3
nor2_1: 3
xor2_1: 3
and3_1: 2
clkbuf_1: 2
mux2_2: 2
a221o_1: 1
a22oi_1: 1
and2_1: 1
and3_2: 1
buf_4: 1
buf_6: 1
conb_1: 1
nand4_1: 1
o21ai_0: 1
or2_4: 1
or3_2: 1
==> what timing repair did <==
action	4_1_cts	5_1_grt
gates resized	45	15
buffers inserted	8	2
pin swaps	7	11
hold endpoints to repair	0	0
gates cloned	0	0
setup endpoints to repair	7	7
==> per-layer routing <==
layer  share of wire [%]  vias to the layer above  wire length, um
met1                  53                      368             1190
met3                 6.7                        2              148
met4                0.36                        0                8
li1                    -                      420                -
met5                   0                        -                0
met2                  40                       32              880
==> cell families (layout without fill, tap and decap cells) <==
kind of cell,Yosys count,after routing,share of synthesized area (%)
flops,13,13,28.8
simple gates,21,21,11.7
xor+xnor,10,10,9.71
compound gates,10,10,8.60
fa+ha+maj,13,13,18.0
other cells,1,1,0.416
buf+inv,19,63,9.15
mux,12,12,13.6
==> final cells by class <==
cell class / count / share of cell area [%]
sequential: 13 / 17.6
clock buffer: 4 / 3.04
tap: 50 / 4.22
multi-input combinational: 67 / 44.6
timing repair buffer: 44 / 26.6
inverter: 15 / 3.97
==> critical path, delay by kind of cell <==
family | cells | cell delay [ps]
xor+xnor | 1 | 170
mux | 1 | 220
compound gates | 2 | 690
buf+inv | 2 | 520
==> how the worst min path moves through the flow <==
stage,startpoint,end,slack [ps],cells after the start
5_1_grt,clk_divider_digit_select.counter[9],clk_divider_digit_select.counter[9],470,1
4_1_cts,clk_divider_digit_select.counter[0],clk_divider_digit_select.counter[0],460,1
6_report,clk_divider_digit_select.counter[4],clk_divider_digit_select.counter[4],450,1
==> power by group <==
group | switching, mW | internal (mW) | total [mW]
clock | 0.0518 | 0.0993 | 0.151
sequential | 0 | 0.157 | 0.157
combinational | 0.00438 | 0.0157 | 0.0200
total | 0.0562 | 0.272 | 0.328
==> sequential cells by signal, indices dropped and copies added (netlist names) <==
register,cells
digit_select,2
clk_divider_digit_select.counter,11
Power and IR drop assume default switching activity.
