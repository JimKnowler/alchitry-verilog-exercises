File: /design/flow/run.sh
#!/bin/bash
# OpenROAD 26Q1-2900-gdf79404cd8, Yosys 0.63+post, stock flow scripts
make -C /OpenROAD-flow-scripts/flow DESIGN_CONFIG=/design/flow/config.mk WORK_HOME=/design/flow/orfs finish
File: /design/flow/constraint.sdc
current_design binary_to_decimal

set clk_period 16.5
set clk_io_pct 0.2

create_clock -name clk0 -period $clk_period

set non_clock_inputs [all_inputs -no_clocks]
set_input_delay [expr $clk_period * $clk_io_pct] -clock clk0 $non_clock_inputs
set_output_delay [expr $clk_period * $clk_io_pct] -clock clk0 [all_outputs]
File: /design/flow/config.mk
export PLATFORM = sky130hd
export DESIGN_NAME = binary_to_decimal
export DESIGN_NICKNAME = binary_to_decimal
export VERILOG_FILES = /design/flow/design.v
export SDC_FILE = /design/flow/constraint.sdc
export NUM_CORES = 4
export LEC_CHECK = 1
export CORE_UTILIZATION = 30
File: /design/flow/design.v
module binary_to_decimal 
  (
    input [15:0] in_binary,
    output reg [15:0] out_decimal           
  );
  localparam DIGITS = 4;  
  integer i;  
  integer scale;
  reg [15:0] remainder_after_thousands;
  reg [15:0] remainder_after_hundreds;
  reg [15:0] remainder_after_tens;
  always @* begin
    for (i=0; i<10; i = i + 1) begin
      scale = 1000;
      if (in_binary >= (i * scale)) begin
        out_decimal[15:12] = i;
        remainder_after_thousands = in_binary - (i*scale);
      end
    end
    for (i=0; i<10; i = i + 1) begin
      scale = 100;
      if (remainder_after_thousands >= (i * scale)) begin
        out_decimal[11:8] = i;
        remainder_after_hundreds = remainder_after_thousands - (i*scale);
      end
    end
    for (i=0; i<10; i = i + 1) begin
      scale = 10;
      if (remainder_after_hundreds >= (i * scale)) begin
        out_decimal[7:4] = i;
        remainder_after_tens = remainder_after_hundreds - (i*scale);
      end
    end
    for (i=0; i<10; i = i + 1) begin
      scale = 1;
      if (remainder_after_tens >= (i * scale)) begin
        out_decimal[3:0] = i;
      end
    end
  end
endmodule
==> CHANGELOG.md <==
## Implementation

- Outcome: finished clean
- Relative slew slack: 0.4213
- Starting density of the core: 0.3099
- Cell area after synthesis: 6596 um2
- Port buffer count: 32
- Crit Path Category: in -> out
- Synth area leaders: ha_1 (8.7%), a21oi_1 (5.4%), o21ai_0 (4.9%)
- Simple share: 0.3712
- Yosys stat chip area: 6596 um2
- DR iter-0 viols: 1,043
- GRT overflow: 0
- Core ar.: 21,290 um2
- Tmin final: 15,950 ps
- Registers: 0
- Maximum VDD drop: 0.01462 mV
- Worst hold stages: 5
- Worst EP arrival: 12,650 ps
- Worst hold start: in_binary[0]
- # Cells Yosys: 986
- Main logic family: AND-OR/OR-AND gates
- Log Warnings: 67
- Slowest stage delay, CP: 800 ps
- Adder share: 0.08725
- Hold WS: 7810 ps
- P per Cell Area: 40.87 nW/um2
- Setup crit end kind: output pin
- Postcts setup bufs: 0
- Die Ht: 150.3 um
- Max FO, Critical Path: 15
- Top-area cell share: 0.08725
- Max Cap Viol: 0
- RSZ-0062 raised after global routing: no
- First-pass DRT Iterations: 5
- Placed cells: 1,297
- Seq/Total Area, Yosys: 0
- Tightest Pin Transition: 846.1 ps
- Worst Path Required: 13,200 ps
- Critical Path Start Type: input port
- Syn Inst Count: 986
- Hold Vio Cnt, Final: 0
- Flop area: 0 um2
- Post-Route WL: 29.06 mm
- Final slew viol count: 0
- CLK BUF: 0
- GP Congestion: 1.034
- Die Width: 150.3 um
- Layout cells sized above 1: 0.1341
- Worst path slowest cell: clkdlybuf4s50_1
- LEAKAGE: 2.591 nW
- Fin Setup TNS: 0 ps
- Vias/cell: 6.636
- DP Wirelength: 23.04 mm
- Max frequency: 62.69 MHz
- I/O Pins: 32
- Initial antenna violation count: 0
- Hold Path End: out_decimal[0]
- Vias: 8,607
- WL per Instance: 22.40 um
- Die footprint: 22,580 um2
- Detail Route Antenna Nets: 0
- Synth Warn #: 49
- Xor/xnor share: 0.03168
- Final setup violation count: 0
- First-pass GRT wire length: 45.95 mm
- Setup slack after placement: 605.2 ps
- Gr usage total: 0.2625
- Ao+oa area frac: 0.4167
- Area leader, netlist: ha_1
- Hold Crit Class: in -> out
- Largest net degree at the start of global routing: 25
- DRC Markers: 0
- Synth top cells by count: nor2_1 (86), nand2_1 (80), a21oi_1 (71)
- Yosys top cell by instances: nor2_1
- Vias in the first global route: 8,029
- Finished Layout Cells: 1,297
- Mean post-synth cell area: 6.690 um2
- Setup WS post-layout: 548.0 ps
- Num rows: 53
- Fin crit share: 0.9668
- Mux share: 0.02485
- Cell Type Count: 107
- Antenna cells: 0
- Synth-to-Final Area Change: 13.81%
- Number of fill cells: 2,277
## cells in the final DEF (no fill, tap or decap), types with 6 or more instances in the layout
master / instances
nor4_4: 6
a2111oi_0: 6
nand2b_1: 7
nor4_1: 19
clkdlybuf4s50_1: 32
o21ai_0: 65
or2_2: 6
o22ai_1: 7
nand2_1: 80
buf_4: 75
o21a_1: 10
mux2i_1: 13
and4_1: 7
nand4_1: 29
nor2b_1: 12
nand3_1: 34
nor3_1: 37
and2_1: 17
a21oi_1: 71
o31ai_1: 9
and3_1: 13
a21o_1: 9
a2111o_1: 7
inv_1: 26
a211oi_1: 18
or3_1: 16
o211ai_1: 27
xnor2_1: 20
a21boi_0: 8
o2111ai_1: 11
or4_1: 9
a31oi_1: 19
ha_1: 46
nor2_1: 86
## per-layer routing
layer / share of wire / up-vias / track usage
met3: 0.12 / 71 / 0.05440
li1: - / 3970 / -
met2: 0.42 / 544 / 0.3912
met1: 0.43 / 4022 / 0.3807
met4: 0.028 / 0 / 0.06818
met5: 0 / - / 0
## worst max-delay path by stage
stage | start | end | slack, ps
final | in_binary[5] | out_decimal[1] | 550
after global routing | in_binary[5] | out_decimal[1] | 40
after CTS | in_binary[5] | out_decimal[1] | 580
## area by class of cell
type | instances | area, um2 | share of cell area
Multi-Input combinational cell | 883 | 6158 | 0.8203
Inverter | 32 | 121.4 | 0.01617
Timing Repair Buffer | 107 | 883.3 | 0.1177
Tap cell | 275 | 344.1 | 0.04583
## logic make-up (layout without fill, tap and decap cells)
| logic type | count (synthesis) | in the layout |
|---|---|---|
| and+or+nand+nor | 426 | 426 |
| AOI/OAI and AO/OA | 372 | 372 |
| buffers and inverters | 103 | 139 |
| adders and majority gates | 46 | 46 |
| xor gates and xnor gates | 23 | 23 |
| muxes | 16 | 16 |
## report_power, final
group / switching (mW) / total [mW] / internal (mW)
Sequential: 0 / 0 / 0
Clock: 0 / 0 / 0
Combinational: 0.200 / 0.307 / 0.107
## worst max-delay path: cells and delay by family
family	cells	cell delay, ps
AND-OR/OR-AND	12	3370
buffers and inverters	7	2420
adder cells (fa/ha/maj)	2	600
multiplexers	1	160
AND/OR/NAND/NOR	9	2780
## repair_timing
item	CTS	global route
hold buffers	0	0
setup endpoints to repair	0	1
resized	0	1
## stage by stage
stage,utilization,instance area [um2],total power [mW]
after floorplan,-,6596,0.1999
after global placement,0.3524,7501,0.3012
after detailed placement,0.3524,7501,0.2946
after CTS,0.3524,7501,0.2961
after global routing,0.3527,7507,0.3285
final,0.3527,7507,0.3068
Power is estimated from default activity; no workload was simulated.
